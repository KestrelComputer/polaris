==> /design/flow/design.v <==
`timescale 1ns / 1ps
module bottleneck(
	input	[63:0]	m_adr_i,
	input		m_cyc_i,
	input	[63:0]	m_dat_i,
	input		m_signed_i,
	input	[1:0]	m_siz_i,
	input		m_stb_i,
	input		m_we_i,
	output		m_ack_o,
	output	[63:0]	m_dat_o,
	output		m_err_align_o,
	output	[63:0]	s_adr_o,
	output		s_cyc_o,
	output		s_signed_o,
	output		s_siz_o,
	output		s_stb_o,
	output		s_we_o,
	output	[15:0]	s_dat_o,
	input		s_ack_i,
	input	[15:0]	s_dat_i,
	input		clk_i,
	input		reset_i
);
	reg		ack1, ack2, ack3;
	wire		ack1_o, ack2_o, ack3_o;
	wire		SWeO_MWeI;
	wire		SStbO_MStbI;
	wire		SStbO_1;
	wire		SSizO_MSizI0;
	wire		SSizO_1;
	wire		SSignedO_MSignedI;
	wire		SDatO_MDatI63_48;
	wire		SDatO_MDatI47_32;
	wire		SDatO_MDatI31_16;
	wire		SDatO_MDatI15_0;
	wire		plus6;
	wire		plus4;
	wire		plus2;
	wire		SAdrO_MAdrI;
	wire		MErrAlignO_1;
	wire		MDatO_SDatI;
	wire		MAckO_SAckI;
	wire		MAckO_1;
	wire		Hold3_SDatI;
	wire		Hold2_SDatI;
	wire		Hold1_SDatI;
	wire reqByte = m_siz_i == 2'b00;
	wire reqHWord = m_siz_i == 2'b01;
	wire reqWord = m_siz_i == 2'b10;
	wire reqDWord = m_siz_i == 2'b11;
	assign s_cyc_o = m_cyc_i & ~MErrAlignO_1;
	assign s_we_o = (SWeO_MWeI ? m_we_i : 0);
	assign s_stb_o = (SStbO_MStbI ? m_stb_i : 0) | (SStbO_1 ? 1 : 0);
	assign s_siz_o = (SSizO_MSizI0 ? m_siz_i[0] : 0) | (SSizO_1 ? 1 : 0);
	assign s_signed_o = (SSignedO_MSignedI ? m_signed_i : 0);
	assign s_dat_o =
		((SDatO_MDatI63_48 ? m_dat_i[63:48] : 0) |
		(SDatO_MDatI47_32 ? m_dat_i[47:32] : 0) |
		(SDatO_MDatI31_16 ? m_dat_i[31:16] : 0) |
		(SDatO_MDatI15_0  ? m_dat_i[15:0]  : 0)) & (s_siz_o ? 16'hFFFF : 16'h00FF);
	assign s_adr_o = (SAdrO_MAdrI ?
				m_adr_i | ((plus2 ? 2 : 0) | (plus4 ? 4 : 0) | (plus6 ? 6 : 0))
				: 0);
	assign m_err_align_o = MErrAlignO_1;
	reg	[15:0]	hold1, hold2, hold3;
	wire [63:0] s_dat_8s = {{56{s_dat_i[7]}}, s_dat_i[7:0]};
	wire [63:0] s_dat_8u = {56'd0, s_dat_i[7:0]};
	wire [63:0] s_dat_16s = {{48{s_dat_i[15]}}, s_dat_i};
	wire [63:0] s_dat_16u = {48'd0, s_dat_i};
	wire [63:0] s_dat_32s = {{32{hold1[15]}}, hold1, s_dat_i};
	wire [63:0] s_dat_32u = {32'd0, hold1, s_dat_i};
	wire [63:0] s_dat_64 = {hold3, hold2, hold1, s_dat_i};
	assign m_dat_o =
		((MDatO_SDatI & m_signed_i & reqByte) ? s_dat_8s : 0) |
		((MDatO_SDatI & ~m_signed_i & reqByte) ? s_dat_8u : 0) |
		((MDatO_SDatI & m_signed_i & reqHWord) ? s_dat_16s : 0) |
		((MDatO_SDatI & ~m_signed_i & reqHWord) ? s_dat_16u : 0) |
		((MDatO_SDatI & m_signed_i & reqWord) ? s_dat_32s : 0) |
		((MDatO_SDatI & ~m_signed_i & reqWord) ? s_dat_32u : 0) |
		((MDatO_SDatI & reqDWord) ? s_dat_64 : 0);
	assign m_ack_o = (MAckO_SAckI ? s_ack_i : 0) | (MAckO_1 ? 1 : 0);
	BottleneckSequencer bs(
		.SAckI(s_ack_i),
		.ack3(ack3),
		.ack2(ack2),
		.ack1(ack1),
		.MAdrI2(m_adr_i[2]),
		.MAdrI1(m_adr_i[1]),
		.MAdrI0(m_adr_i[0]),
		.MSiz0(m_siz_i[0]),
		.MSiz1(m_siz_i[1]),
		.MStbI(m_stb_i),
		.MCycI(m_cyc_i),
		.ResetI(reset_i),
		.SWeO_MWeI(SWeO_MWeI),
		.SStbO_MStbI(SStbO_MStbI),
		.SStbO_1(SStbO_1),
		.SSizO_MSizI0(SSizO_MSizI0),
		.SSizO_1(SSizO_1),
		.SSignedO_MSignedI(SSignedO_MSignedI),
		.SDatO_MDatI63_48(SDatO_MDatI63_48),
		.SDatO_MDatI47_32(SDatO_MDatI47_32),
		.SDatO_MDatI31_16(SDatO_MDatI31_16),
		.SDatO_MDatI(SDatO_MDatI15_0),
		.plus6(plus6),
		.plus4(plus4),
		.plus2(plus2),
		.SAdrO_MAdrI(SAdrO_MAdrI),
		.MErrAlignO_1(MErrAlignO_1),
		.MDatO_SDatI(MDatO_SDatI),
		.MAckO_SAckI(MAckO_SAckI),
		.MAckO_1(MAckO_1),
		.Hold3_SDatI(Hold3_SDatI),
		.Hold2_SDatI(Hold2_SDatI),
		.Hold1_SDatI(Hold1_SDatI),
		.ack3_o(ack3_o),
		.ack2_o(ack2_o),
		.ack1_o(ack1_o)
	);
	always @(posedge clk_i) begin
		ack1 <= ack1_o;
		ack2 <= ack2_o;
		ack3 <= ack3_o;
		if(Hold1_SDatI) hold1 <= s_dat_i;
		if(Hold2_SDatI) hold2 <= s_dat_i;
		if(Hold3_SDatI) hold3 <= s_dat_i;
	end
endmodule
module BottleneckSequencer(
	input 	SAckI,
	input 	ack3,
	input 	ack2,
	input 	ack1,
	input 	MAdrI2,
	input 	MAdrI1,
	input 	MAdrI0,
	input 	MSiz0,
	input 	MSiz1,
	input 	MStbI,
	input 	MCycI,
	input 	ResetI,
	output 	SWeO_MWeI,
	output 	SStbO_MStbI,
	output 	SStbO_1,
	output 	SSizO_MSizI0,
	output 	SSizO_1,
	output 	SSignedO_MSignedI,
	output 	SDatO_MDatI63_48,
	output 	SDatO_MDatI47_32,
	output 	SDatO_MDatI31_16,
	output 	SDatO_MDatI,
	output 	plus6,
	output 	plus4,
	output 	plus2,
	output 	SAdrO_MAdrI,
	output 	MErrAlignO_1,
	output 	MDatO_SDatI,
	output 	MAckO_SAckI,
	output 	MAckO_1,
	output 	Hold3_SDatI,
	output 	Hold2_SDatI,
	output 	Hold1_SDatI,
	output 	ack3_o,
	output 	ack2_o,
	output 	ack1_o
);
wire  aligned;
wire R1391 = ~(|ResetI) & (|MCycI) & (|MStbI) & ~(|aligned) ; 
wire R1392 = ~(|ResetI) & (|MCycI) & (|MStbI) & ~(|MSiz1) & ~(|MSiz0) ; 
wire R1393 = ~(|ResetI) & (|MCycI) & (|MStbI) & ~(|MSiz1) & (|MSiz0) & ~(|MAdrI0) ; 
wire R1394 = ~(|ResetI) & (|MCycI) & (|MStbI) & (|MSiz1) & ~(|MSiz0) & ~(|MAdrI1) & ~(|MAdrI0) & ~(|ack1) ; 
wire R1395 = ~(|ResetI) & (|MCycI) & (|MStbI) & (|MSiz1) & ~(|MSiz0) & ~(|MAdrI1) & ~(|MAdrI0) & ~(|ack1) & (|SAckI) ; 
wire R1396 = ~(|ResetI) & (|MCycI) & (|MStbI) & (|MSiz1) & ~(|MSiz0) & ~(|MAdrI1) & ~(|MAdrI0) & (|ack1) ; 
wire R1397 = ~(|ResetI) & (|MCycI) & (|MStbI) & (|MSiz1) & ~(|MSiz0) & ~(|MAdrI1) & ~(|MAdrI0) & (|ack1) & ~(|SAckI) ; 
wire R1398 = ~(|ResetI) & (|MCycI) & (|MStbI) & (|MSiz1) & ~(|MSiz0) & ~(|MAdrI1) & ~(|MAdrI0) & (|ack1) & (|SAckI) ; 
wire R1399 = ~(|ResetI) & (|MCycI) & (|MStbI) & (|MSiz1) & (|MSiz0) & ~(|MAdrI2) & ~(|MAdrI1) & ~(|MAdrI0) & ~(|ack1) & ~(|ack2) & ~(|ack3) ; 
wire R1400 = ~(|ResetI) & (|MCycI) & (|MStbI) & (|MSiz1) & (|MSiz0) & ~(|MAdrI2) & ~(|MAdrI1) & ~(|MAdrI0) & ~(|ack1) & ~(|ack2) & ~(|ack3) & (|SAckI) ; 
wire R1401 = ~(|ResetI) & (|MCycI) & (|MStbI) & (|MSiz1) & (|MSiz0) & ~(|MAdrI2) & ~(|MAdrI1) & ~(|MAdrI0) & ~(|ack1) & ~(|ack2) & (|ack3) ; 
wire R1402 = ~(|ResetI) & (|MCycI) & (|MStbI) & (|MSiz1) & (|MSiz0) & ~(|MAdrI2) & ~(|MAdrI1) & ~(|MAdrI0) & ~(|ack1) & ~(|ack2) & (|ack3) & (|SAckI) ; 
wire R1403 = ~(|ResetI) & (|MCycI) & (|MStbI) & (|MSiz1) & (|MSiz0) & ~(|MAdrI2) & ~(|MAdrI1) & ~(|MAdrI0) & ~(|ack1) & (|ack2) & (|ack3) ; 
wire R1404 = ~(|ResetI) & (|MCycI) & (|MStbI) & (|MSiz1) & (|MSiz0) & ~(|MAdrI2) & ~(|MAdrI1) & ~(|MAdrI0) & ~(|ack1) & (|ack2) & (|ack3) & (|SAckI) ; 
wire R1405 = ~(|ResetI) & (|MCycI) & (|MStbI) & (|MSiz1) & (|MSiz0) & ~(|MAdrI2) & ~(|MAdrI1) & ~(|MAdrI0) & (|ack1) & (|ack2) & (|ack3) ; 
wire R1406 = ~(|ResetI) & (|MCycI) & (|MStbI) & (|MSiz1) & (|MSiz0) & ~(|MAdrI2) & ~(|MAdrI1) & ~(|MAdrI0) & (|ack1) & (|ack2) & (|ack3) & ~(|SAckI) ; 
wire R1407 = ~(|ResetI) & (|MCycI) & (|MStbI) & (|MSiz1) & (|MSiz0) & ~(|MAdrI2) & ~(|MAdrI1) & ~(|MAdrI0) & (|ack1) & (|ack2) & (|ack3) & (|SAckI) ; 
wire  out1408 = R1391 ? 1 : 0 ; 
wire  out1409 = R1392 ? 1 : 0 ; 
wire  out1410 = R1392 ? 1 : 0 ; 
wire  out1411 = R1392 ? 1 : 0 ; 
wire  out1412 = R1392 ? 1 : 0 ; 
wire  out1413 = R1392 ? 1 : 0 ; 
wire  out1414 = R1392 ? 1 : 0 ; 
wire  out1415 = R1392 ? 1 : 0 ; 
wire  out1416 = R1392 ? 1 : 0 ; 
wire  out1417 = R1392 ? 1 : 0 ; 
wire  out1418 = R1393 ? 1 : 0 ; 
wire  out1419 = R1393 ? 1 : 0 ; 
wire  out1420 = R1393 ? 1 : 0 ; 
wire  out1421 = R1393 ? 1 : 0 ; 
wire  out1422 = R1393 ? 1 : 0 ; 
wire  out1423 = R1393 ? 1 : 0 ; 
wire  out1424 = R1393 ? 1 : 0 ; 
wire  out1425 = R1393 ? 1 : 0 ; 
wire  out1426 = R1393 ? 1 : 0 ; 
wire  out1427 = R1394 ? 1 : 0 ; 
wire  out1428 = R1394 ? 1 : 0 ; 
wire  out1429 = R1394 ? 1 : 0 ; 
wire  out1430 = R1394 ? 1 : 0 ; 
wire  out1431 = R1394 ? 1 : 0 ; 
wire  out1432 = R1394 ? 1 : 0 ; 
wire  out1433 = R1394 ? 1 : 0 ; 
wire  out1434 = R1394 ? 1 : 0 ; 
wire  out1435 = R1394 ? 1 : 0 ; 
wire  out1436 = R1395 ? 1 : 0 ; 
wire  out1437 = R1395 ? 1 : 0 ; 
wire  out1438 = R1396 ? 1 : 0 ; 
wire  out1439 = R1396 ? 1 : 0 ; 
wire  out1440 = R1396 ? 1 : 0 ; 
wire  out1441 = R1396 ? 1 : 0 ; 
wire  out1442 = R1396 ? 1 : 0 ; 
wire  out1443 = R1396 ? 1 : 0 ; 
wire  out1444 = R1396 ? 1 : 0 ; 
wire  out1445 = R1396 ? 1 : 0 ; 
wire  out1446 = R1397 ? 1 : 0 ; 
wire  out1447 = R1398 ? 1 : 0 ; 
wire  out1448 = R1399 ? 1 : 0 ; 
wire  out1449 = R1399 ? 1 : 0 ; 
wire  out1450 = R1399 ? 1 : 0 ; 
wire  out1451 = R1399 ? 1 : 0 ; 
wire  out1452 = R1399 ? 1 : 0 ; 
wire  out1453 = R1399 ? 1 : 0 ; 
wire  out1454 = R1399 ? 1 : 0 ; 
wire  out1455 = R1399 ? 1 : 0 ; 
wire  out1456 = R1399 ? 1 : 0 ; 
wire  out1457 = R1400 ? 1 : 0 ; 
wire  out1458 = R1401 ? 1 : 0 ; 
wire  out1459 = R1401 ? 1 : 0 ; 
wire  out1460 = R1401 ? 1 : 0 ; 
wire  out1461 = R1401 ? 1 : 0 ; 
wire  out1462 = R1401 ? 1 : 0 ; 
wire  out1463 = R1401 ? 1 : 0 ; 
wire  out1464 = R1401 ? 1 : 0 ; 
wire  out1465 = R1401 ? 1 : 0 ; 
wire  out1466 = R1401 ? 1 : 0 ; 
wire  out1467 = R1401 ? 1 : 0 ; 
wire  out1468 = R1402 ? 1 : 0 ; 
wire  out1469 = R1402 ? 1 : 0 ; 
wire  out1470 = R1403 ? 1 : 0 ; 
wire  out1471 = R1403 ? 1 : 0 ; 
wire  out1472 = R1403 ? 1 : 0 ; 
wire  out1473 = R1403 ? 1 : 0 ; 
wire  out1474 = R1403 ? 1 : 0 ; 
wire  out1475 = R1403 ? 1 : 0 ; 
wire  out1476 = R1403 ? 1 : 0 ; 
wire  out1477 = R1403 ? 1 : 0 ; 
wire  out1478 = R1403 ? 1 : 0 ; 
wire  out1479 = R1403 ? 1 : 0 ; 
wire  out1480 = R1403 ? 1 : 0 ; 
wire  out1481 = R1404 ? 1 : 0 ; 
wire  out1482 = R1404 ? 1 : 0 ; 
wire  out1483 = R1404 ? 1 : 0 ; 
wire  out1484 = R1405 ? 1 : 0 ; 
wire  out1485 = R1405 ? 1 : 0 ; 
wire  out1486 = R1405 ? 1 : 0 ; 
wire  out1487 = R1405 ? 1 : 0 ; 
wire  out1488 = R1405 ? 1 : 0 ; 
wire  out1489 = R1405 ? 1 : 0 ; 
wire  out1490 = R1405 ? 1 : 0 ; 
wire  out1491 = R1405 ? 1 : 0 ; 
wire  out1492 = R1406 ? 1 : 0 ; 
wire  out1493 = R1406 ? 1 : 0 ; 
wire  out1494 = R1406 ? 1 : 0 ; 
wire  out1495 = R1407 ? 1 : 0 ; 
assign SStbO_MStbI = out1422|out1413;
assign plus2 = out1471|out1428;
assign SStbO_1 = out1488|out1475|out1463|out1453|out1442|out1432;
assign plus4 = out1459;
assign plus6 = out1449;
assign SSignedO_MSignedI = out1486|out1473|out1461|out1451|out1440|out1430|out1420|out1411;
assign SSizO_1 = out1487|out1474|out1462|out1452|out1441|out1431;
assign aligned = out1491|out1478|out1466|out1456|out1445|out1437|out1435|out1426|out1417;
assign MAckO_SAckI = out1424|out1415;
assign ack1_o = out1492|out1481|out1446|out1436;
assign ack2_o = out1493|out1482|out1479|out1468;
assign ack3_o = out1494|out1483|out1480|out1469|out1467|out1457;
assign SAdrO_MAdrI = out1484|out1470|out1458|out1448|out1438|out1427|out1418|out1409;
assign SDatO_MDatI31_16 = out1472|out1429;
assign SDatO_MDatI = out1485|out1439|out1419|out1410;
assign MDatO_SDatI = out1490|out1444|out1425|out1416;
assign MAckO_1 = out1495|out1447;
assign Hold1_SDatI = out1477|out1434;
assign SDatO_MDatI47_32 = out1460;
assign Hold2_SDatI = out1465;
assign Hold3_SDatI = out1455;
assign SSizO_MSizI0 = out1421|out1412;
assign SDatO_MDatI63_48 = out1450;
assign SWeO_MWeI = out1489|out1476|out1464|out1454|out1443|out1433|out1423|out1414;
assign MErrAlignO_1 = out1408;
endmodule
==> /design/flow/run.sh <==
#!/bin/bash
# OpenROAD 26Q1-2900-gdf79404cd8, Yosys 0.63+post, stock flow scripts
make -C /OpenROAD-flow-scripts/flow DESIGN_CONFIG=/design/flow/config.mk WORK_HOME=/design/flow/orfs finish
==> /design/flow/config.mk <==
export PLATFORM = sky130hd
export DESIGN_NAME = bottleneck
export DESIGN_NICKNAME = bottleneck
export VERILOG_FILES = /design/flow/design.v
export SDC_FILE = /design/flow/constraint.sdc
export NUM_CORES = 4
export LEC_CHECK = 1
export CORE_AREA = 10 10 190 190
export DIE_AREA = 0 0 200 200
==> /design/flow/constraint.sdc <==
current_design bottleneck

set clk_period 10.6
set clk_io_pct 0.2

create_clock -name clk0 -period $clk_period [get_ports {clk_i}]

set non_clock_inputs [all_inputs -no_clocks]
set_input_delay [expr $clk_period * $clk_io_pct] -clock clk0 $non_clock_inputs
set_output_delay [expr $clk_period * $clk_io_pct] -clock clk0 [all_outputs]
==> metrics.csv <==
stage,metric,value,unit
timing,Tmin final,7.48,ns
synthesis,Synth Seq Share,43.0,%
floorplanning,Placement Rows,65,
setup_path,data arrival time of the critical path,5.36,ns
flow_run,stage-log warning count,25,
setup_path,crit-path max FO,67,
placed_design,gp weighted congestion,0.835,
run_status,status,"complete, no violations",
flow_run,maxcap violations,0,
synthesis,Commonest flop,edfxtp_1,
setup_path,slowest CP cell,or4b_1,
synthesis,synthesized area,3490,um^2
floorplanning,die area,40000,um^2
detailed_routing,final wirelength,19200,um
detailed_routing,vias,3802,
setup_path,ordered cell list for the critical path,"clkdlybuf4s50_1, buf_4, or4b_1, and3_4, o21ai_4, buf_4, and2_1, clkdlybuf4s50_1",
synthesis,Cells after Synth,384,
timing,relative slew slack,35.6,%
clocking,# hold bufs at CTS,0,
setup_path,Setup crit start kind,primary input,
detailed_routing,ANT cells,0,
layout,layout cells sized above 1,4.30,%
setup_path,"CP delay by family, top",buffers and inverters,
clocking,Max clock buf depth,2,
clocking,postcts setup bufs,0,
timing,clk_skew,0.00576,ns
timing,part of the cycle the worst path needs,70.6,%
synthesis,Yosys chip area,3490,um^2
clocking,CTS sink count,51,
detailed_routing,DR DRC count,0,
timing,final hold viol count,0,
floorplanning,I/O pins,304,
timing,slew at the pin with the worst max-slew slack,0.964,ns
layout,Layout area overhead,105,%
setup_path,"Buf+Inv Stages, Crit Path",4,
detailed_routing,Avg WL per Cell,17.3,um
detailed_routing,number of vias per cell,3.43,
timing,f_max,134,MHz
setup_path,Required @ worst endpoint,8.48,ns
synthesis,synth warn,1,
synthesis,ys cells,384,
clocking,CTS tree,yes,
global_routing,antenna violations before repair,0,
clocking,cts bufs inserted,5,
placed_design,pre-CTS WS,3.09,ns
timing,final-report setup violation count,0,
clocking,CTS H-tree depth,2,
synthesis,Syn Area/Cell,9.10,um^2
synthesis,"EDFF count, synth",48,
global_routing,gr usage total,8.91,%
setup_path,WS Path Type,in -> out,
setup_path,CP endpoint kind,output port,
setup_path,"Largest stage delay, worst path",0.83,ns
floorplanning,core box area,31800,um^2
global_routing,vias in the first global route,3743,
placed_design,Port Buffer Count,303,
detailed_routing,Iter 0 DRT Violations,104,
detailed_routing,Pre-antenna DRT Iters,4,
floorplanning,DIE WIDTH,200,um
clocking,clock root buffer,clkbuf_16,
timing,setup TNS,0,ns
synthesis,Post-synth regs,51,
clocking,clk slew on worst S/H paths,0.07,ns
min_path,Hold Crit Class,reg -> reg,
synthesis,Netlist cell types,48,
detailed_routing,Routed Antenna Nets,0,
global_routing,grt ovf,0,
placed_design,hpwl dp,15600,um
clocking,clock latency on the worst-skew pair,0.30,ns
synthesis,asr flop ratio synth,0,%
pwr,P per Cell Area,71.2,nW/um^2
floorplanning,die height,200,um
timing,RSZ-0062 raised after global routing,no,
timing,"Slew Viols, Final",0,
clocking,Resize count post-CTS,0,
pwr,worst vdd ir,80.6,uV
global_routing,first-pass GRT wire length,26200,um
floorplanning,initial core utilization,11.0,%
timing,Final WS setup,3.12,ns
pwr,static leakage power,2.69,nW
global_routing,largest net degree at the start of global routing,68,
==> worst register-to-register path, delay by kind of cell (launching register included) <==
kind                   cells  cell delay [ns]
AND-OR/OR-AND              1             0.71
AND/OR/NAND/NOR            2             0.56
buffers and inverters      1             0.30
flip-flops                 1             0.44
==> cell type report <==
type	instances	area, um^2
multi-input cells	299	1850
repair buffers	312	3100
flip-flops and latches	51	1500
clock buffers	5	125
clock inverters	3	43.8
fillers	3427	24600
well taps	435	544
inverters	4	15.0
==> Yosys cell counts (3+ instances only) <==
cell | n | area, um^2
and2_1 | 73 | 457
o21ai_0 | 17 | 85.1
clkbuf_2 | 5 | 25.0
clkbuf_1 | 12 | 45.0
nand2_1 | 67 | 251
dfxtp_1 | 3 | 60.1
a21oi_1 | 29 | 145
buf_2 | 8 | 40.0
mux2i_1 | 18 | 180
nand2b_1 | 11 | 68.8
inv_1 | 4 | 15.0
nor2_1 | 20 | 75.1
a21o_1 | 23 | 173
o2bb2ai_1 | 8 | 70.1
edfxtp_1 | 48 | 1440
==> state kept, by name (all words and copies together) (netlist names) <==
register / count
ack3: 1
ack2: 1
hold3: 16
hold2: 16
ack1: 1
hold1: 16
==> where the power goes <==
| part | leakage (nW) | switching, mW | internal, mW |
|---|---|---|---|
| logic | 2.15 | 0.0311 | 0.0709 |
| clock network | 0.0838 | 0.0771 | 0.112 |
| registers | 0.456 | 0.000207 | 0.220 |
| total | 2.69 | 0.108 | 0.403 |
==> per-layer routing <==
layer	global-route usage [%]	vias up	share of wire, %
li1	-	1908	-
met1	11.6	1740	41
met2	14.6	146	50
met3	3.12	8	8.9
met4	0.645	0	0.65
met5	0	-	0
==> worst paths after layout <==
path	slack [ns]	from	end	cells after the start
worst min-delay path	0.65	ack2	ack3	3
worst max-delay path	3.12	m_siz_i[0]	s_adr_o[20]	8
worst min register to register	0.65	ack2	ack3	3
worst max register to register	8.26	ack2	hold1[11]	4
==> cell usage in the layout, fill, tap and decap left out, types with 8 or more instances in the layout <==
master           instances
clkdlybuf4s50_1        303
nand2b_1                11
nor2_1                  20
nand2_1                 67
mux2i_1                 18
a21oi_1                 29
a21o_1                  23
and2_1                  73
o2bb2ai_1                8
buf_4                    9
edfxtp_1                48
o21ai_0                 17
==> stage by stage <==
step | cell area [um^2] | utilization (%) | total power [mW] | hold WS, ns | instances
5_1_grt | 7180 | 22.6 | 0.538 | 0.684 | 1109
6_report | 7180 | 22.6 | 0.511 | 0.655 | 1109
4_1_cts | 7180 | 22.6 | 0.521 | 0.654 | 1109
3_5_place_dp | 7010 | 22.0 | 0.328 | 0.645 | 1101
2_1_floorplan | 3490 | - | 0.246 | 0.589 | 384
3_3_place_gp | 7010 | 22.0 | 0.329 | 0.634 | 1101
==> logic make-up after synthesis <==
| logic type | synth area share [%] |
|---|---|
| AND-OR/OR-AND | 18.3 |
| AND/OR/NAND/NOR | 28.7 |
| flip-flops | 43.0 |
| XOR/XNOR | 0.251 |
| multiplexers | 5.16 |
| buffers and inverters | 4.66 |
No activity file was given, so power comes from the tool's default toggle rates.
